[flow/config.mk]
export PLATFORM = sky130hd
export DESIGN_NAME = ID_EX_Register
export DESIGN_NICKNAME = ID_EX_Register
export VERILOG_FILES = /design/flow/design.v
export SDC_FILE = /design/flow/constraint.sdc
export NUM_CORES = 4
export LEC_CHECK = 1
export CORE_UTILIZATION = 30
[flow/constraint.sdc]
current_design ID_EX_Register

set clk_period 1.5
set clk_io_pct 0.2

create_clock -name clk0 -period $clk_period [get_ports {clk}]

set non_clock_inputs [all_inputs -no_clocks]
set_input_delay [expr $clk_period * $clk_io_pct] -clock clk0 $non_clock_inputs
set_output_delay [expr $clk_period * $clk_io_pct] -clock clk0 [all_outputs]
[flow/design.v]
module ID_EX_Register(
    input        clk,
    input        rst_n,
    input       [31:0]  RD1,
    input       [31:0]  RD2,
    input       [4:0]   Rt,
    input       [4:0]   Rs,
    input       [4:0]   Rd,
    input       [31:0]  SignImm,
    input       [31:0]  PCPlus4D,
    output  reg [31:0]  RD1E,
    output  reg [31:0]  RD2E,
    output  reg [4:0]   RtE,
    output  reg [4:0]   RsE,
    output  reg [4:0]   RdE,
    output  reg [31:0]  SignImmE,
    output  reg [31:0]  PCPlus4E,
    input               RegWriteD,
    input               MemtoRegD,
    input               MemWriteD,
    input               RegDstD,
    input               ALUSrcD,
    input               FlushE,
    input       [2:0]   ALUControlD,
    output  reg         RegWriteE,
    output  reg         MemtoRegE,
    output  reg         MemWriteE,
    output  reg         RegDstE,
    output  reg         ALUSrcE,
    output  reg [2:0]   ALUControlE
);
    always @(posedge clk or negedge rst_n ) begin
        if(!rst_n)begin
            RegWriteE   <=  1'b0;
            MemtoRegE   <=  1'b0;
            MemWriteE   <=  1'b0;
            RegDstE     <=  1'b0;
            ALUSrcE     <=  1'b0;
            ALUControlE <= 3'b000;
        end
        else if (FlushE) begin
            RegWriteE   <=  1'b0;
            MemtoRegE   <=  1'b0;
        end
        else begin
            RD1E        <= RD1;
            RD2E        <= RD2;
            RtE         <= Rt;
            RsE         <= Rs;
            RdE         <= Rd;
            SignImmE    <= SignImm;
            PCPlus4E    <= PCPlus4D;
            RegWriteE   <=  RegWriteD;
            MemtoRegE   <=  MemtoRegD;
            MemWriteE   <=  MemWriteD;
            RegDstE     <=  RegDstD;
            ALUSrcE     <=  ALUSrcD;
            ALUControlE <=  ALUControlD;
        end
    end
endmodule
[flow/run.sh]
#!/bin/bash
# OpenROAD 26Q1-2900-gdf79404cd8, Yosys 0.63+post, stock flow scripts
make -C /OpenROAD-flow-scripts/flow DESIGN_CONFIG=/design/flow/config.mk WORK_HOME=/design/flow/orfs finish
==> results.txt <==
impl run done, here's what came out: result of the run=finished, final reports clean, slack of the worst reg-to-reg path=0.74 ns, sum of internal, switching and leakage power=9.67 mW, internal power component=7.83 mW, Pins Over Slew Limit=0, number of buffers between clock root and the deepest sink=2, Main logic family=multiplexers, area used by sequential logic in the layout=4490 um2, most frequent cells after synthesis=edfxtp_1, dfrtp_1, mux2_4, and2b_2, buf_6, area fraction in mux cells=0.0195, Fmax=735 MHz, total track usage=0.145, kind of start point of the critical path=flop, share of power burned in registers=0.517, Final Hold Vio Count=0, CP max stage cell=edfxtp_1, total area of multi-input combinational cells=118 um2, total of max-cap violations=0, ys cells=161, Die Outline Area=15900 um2, most used flip-flop cell=edfxtp_1, via count of the routed design=2805, Vert. Die Dim=126 um, combinational fraction of design power=0.086, Core ar.=15100 um2, crit-path max FO=1, Final ANT Viol Nets=0, Buf/Inv on CP=1, WP data arrival=1.06 ns, gate family responsible for the most delay along the worst path=flip-flops, area of the mapped netlist=4620 um2, wire length of the first global-routing pass=16.1 mm, count of buffers from port buffering=just over 300, area fraction in full adders, half adders and majority gates=0, Worst Slack Setup Final=0.140 ns, Final Cycle Share=0.907, cell taking the most area after synthesis=edfxtp_1, Post-synth area hogs=edfxtp_1, dfrtp_1, mux2_4, clk_skew=0 ns, AND-OR/OR-AND share of the synthesized area=0, synthesized area per cell=28.7 um2, IR drop worst, VDD=614 uV, Tool Warnings=26, clock share of power=0.397, Worst Hold Class=in -> async, Critical Path Sink Type=output port, largest stage delay on the critical path=0.39 ns, critical path start-end classification=reg -> out, fraction of final layout cells sized beyond drive strength 1=0.0857, Required @ worst endpoint=1.20 ns, initial antenna violation count=0, Routability Congestion=0.779, area share of and/or/nand/nor cells after synthesis=0.00568, power per cell area=around 1200 nW/um2, HPWL reported at the end of detailed placement=8.33 mm, fill cell count=1203, R2R Path Start=ALUControlE[2], number of inserted diodes=0, yosys stat chip area=~4600 um2, unrepaired setup endpoints after global routing=no, post-synthesis async set-or-reset flop share=0.0530, final setup TNS=0 ns, count leader, synth=edfxtp_1, count of unique library cells instantiated by Yosys=5, post-CTS clock slew at the launch and capture registers of the worst setup and hold paths=around 0.06 ns, via count of the first global-routing pass=2818, number of cell instances on the worst register-to-register path=1, xor/xnor cell area share of the yosys netlist=0, Synth flops=151, width of the die=126 um, clock latency reported for the late side of the worst-skew pair=around 0.4 ns, average wire per standard cell=15.9 um, Pleak=3.27 nW, post-CTS setup buffers=0, count of flip-flops with a built-in enable after synthesis=143, number of standard cells after synthesis=161, crit-path cells=dlygate4sd2_1, TritonCTS clock tree=yes, Inserted Clock Buffers=17, leftover overflow at the end of global routing=0, Slew headroom=0.856, clk sinks=roughly 150, maximum number of pins on one net before global-route repair=around 40, final routed DRC violation total=0, worst-margin pin slew=0.217 ns, router iterations before antenna repair=4, Boundary Pins=just over 300, Area leader share=0.929, drt initial violations=around 130, Initial Util=0.305, Placement Setup Slack=-0.189 ns, Root Buffer=clkbuf_16, reg2reg end=ALUControlE[2], yosys warns=1, number of cell rows=45, sw power=1.84 mW, Net Sw Frac=0.191, via count normalized by instance count=4.07, crit path time final=1.36 ns, Setup Viol. Count Final=0, share of synthesized area occupied by flip-flops and latches=0.972, area growth from synthesis to final layout=81.1%, number of H-tree levels=4, post-detailed-routing wire length=approximately 11 mm
## metal layers
metal / track usage / part of all wire
met3: 0.0697 / 0.12
met5: 0 / 0
met1: 0.207 / 0.38
met2: 0.218 / 0.48
met4: 0.0305 / 0.023
## layout by cell type (no fill, tap or decap)
| cell | count |
|---|---|
| clkdlybuf4s50_1 | 153 |
| dlymetal6s2s_1 | 8 |
| buf_12 | 4 |
| and2b_2 | 2 |
| clkinv_2 | 3 |
| dlygate4sd2_1 | 143 |
| and2b_4 | 1 |
| clkbuf_16 | 17 |
| clkinv_1 | 4 |
| dfrtp_1 | 8 |
| inv_6 | 2 |
| clkinv_4 | 2 |
| mux2_4 | 6 |
| buf_4 | 3 |
| edfxtp_1 | 143 |
| bufinv_16 | 1 |
| clkinvlp_4 | 2 |
## power by group through the flow
stage	sequential (mW)	combinational [mW]	clock [mW]
after global routing	5.02	0.900	4.15
final	5.00	0.835	3.84
after CTS	5.00	0.858	3.96
## what timing repair did
item / CTS / global route
hold buffers: 0 / 0
pin swaps: 0 / 0
gates resized: 143 / 8
setup endpoints to repair: 143 / 8
## cell type report
type                    instances  share of cell area
repair buffers                311               0.357
clock inverters                14              0.0132
clock buffers                  17              0.0508
well taps                     188              0.0281
multi-input cells               9              0.0141
flip-flops and latches        151               0.537
## how the worst max path moves through the flow
| stage | cells past startpoint | start | endpoint | slack [ns] |
|---|---|---|---|---|
| global route | 1 | SignImmE[15] | SignImmE[15] | 0.09 |
| finish | 1 | SignImmE[15] | SignImmE[15] | 0.14 |
| CTS | 1 | SignImmE[25] | SignImmE[25] | 0.0005 |
## kinds of logic (layout without fill, tap and decap cells)
family                 after synthesis  after routing
buffers and inverters                1            342
and+or+nand+nor                      3              3
DFF                                151            151
muxes                                6              6
## registers in the layout, indices dropped and copies added, names as in the netlist, 3 cells and up
signal and flops:
ALUControlE 3, RtE 5, RsE 5, RD1E 32
RD2E 32, SignImmE 32, PCPlus4E 32, RdE 5
## metrics by stage
stage	instances	hold slack, ns	util	cell area (um2)
finish	690	0.203	0.553	8370
global placement	659	0.506	0.528	7990
floorplan	161	0.00441	-	4630
global route	690	0.209	0.553	8370
detailed placement	659	0.495	0.528	7990
CTS	690	0.189	0.551	8350
Power and IR drop assume default switching activity.
