`flow/run.sh`:
```
#!/bin/bash
# OpenROAD 26Q1-2900-gdf79404cd8, Yosys 0.63+post, stock flow scripts
make -C /OpenROAD-flow-scripts/flow DESIGN_CONFIG=/design/flow/config.mk WORK_HOME=/design/flow/orfs finish
```
`flow/config.mk`:
```
export PLATFORM = sky130hd
export DESIGN_NAME = Reg_File
export DESIGN_NICKNAME = Reg_File
export VERILOG_FILES = /design/flow/design.v
export SDC_FILE = /design/flow/constraint.sdc
export NUM_CORES = 4
export LEC_CHECK = 1
export CORE_UTILIZATION = 50
```
`flow/constraint.sdc`:
```
current_design Reg_File

set clk_period 6.8
set clk_io_pct 0.2

create_clock -name clk0 -period $clk_period [get_ports {clk}]

set non_clock_inputs [all_inputs -no_clocks]
set_input_delay [expr $clk_period * $clk_io_pct] -clock clk0 $non_clock_inputs
set_output_delay [expr $clk_period * $clk_io_pct] -clock clk0 [all_outputs]
```
`flow/design.v`:
```
module Reg_File (
    input               clk,
    input               rst_n,
    input       [4:0]   A1,
    input       [4:0]   A2,
    input       [4:0]   A3,
    input               RegWrite,
    input       [31:0]  WD3,
    output      [31:0]  RD2,
    output      [31:0]  RD1
);
    reg [31:0]  ROM [31:0];
    initial begin
        ROM[0] <= 32'b0;
        ROM[1] <= 32'b0;
        ROM[2] <= 32'b0;
        ROM[3] <= 32'b0;
        ROM[4] <= 32'b0;
        ROM[5] <= 32'b0;
        ROM[6] <= 32'b0;
        ROM[7] <= 32'b0;
        ROM[8] <= 32'b0;
        ROM[9] <= 32'b0;
        ROM[10] <= 32'b0;
        ROM[11] <= 32'b0;
        ROM[12] <= 32'b0;
        ROM[13] <= 32'b0;
        ROM[14] <= 32'b0;
        ROM[15] <= 32'b0;
    end
    assign RD1 = ROM[A1];
    assign RD2 = ROM[A2];
    always @(negedge clk) begin
        if (RegWrite) begin
            ROM[A3] <= WD3;
        end
    end
endmodule
```
==> results.json <==
{
  "status": "finished, violations left",
  "violations": "negative setup slack",
  "antenna_found_initial": 4,
  "power_frac_comb_pct": 8.0,
  "cap_violations": 0,
  "fillers": 6629,
  "seq_power_share_pct": 41.1,
  "ant_nets": 0,
  "grt_util_met1_pct": 42.3,
  "cts.hold.buffers_added": 0,
  "cts.sinks": 1024,
  "end_kind": "primary output",
  "ioPinCount": 114,
  "slowest_delay_ns": 0.38,
  "switchingPower_mw": 4.91,
  "crit_start": "ROM[2][23]$_DFFE_NP_",
  "path_clk_slew_ns": 0.03,
  "globalRouteOverflowTotal": 0,
  "syn2layout_area_growth_pct": 26.2,
  "routedWlPerCell_um": 25.9,
  "switching_share_pct": 28.4,
  "path_cells": "buf_4 > mux2i_1 > a22o_1 > nor3_1 > a31oi_2 > nand3_1 > buf_2",
  "largest_reg_flops": 1024,
  "worstMarginPinSlew_ns": 0.844,
  "busiest_layer": "met2",
  "grtUsageTotal_pct": 34.6,
  "ir_drop_mv": 0.209,
  "cp-start-kind": "register",
  "root_buffer": "clkbuf_16",
  "fp-utilization_pct": 50.4,
  "first_iter_violations": 2235,
  "cpMaxStageDelayCell": "edfxtp_1",
  "drive_gt1_share_pct": 14.2,
  "max-clock-path-buffers": 3,
  "largest_area_cell": "edfxtp_1",
  "utilization_pct": 63.6,
  "path_class": "register to primary output",
  "dr.pass1.iters": 6,
  "netlist_area_mm2": 0.0488,
  "endpoint": "RD2[23]",
  "crit_arrival_ns": 5.54,
  "avgViaCountPerCell": 5.89,
  "required_ns": 5.44,
  "power_density_mw_per_mm2": 281,
  "place.gp.congestion": 0.895,
  "cts_tree": "built",
  "finalSetupViolations": 18,
  "path_max_fanout": 2,
  "drc": 0,
  "rsz0062_at_grt": "true",
  "met2_usage_pct": 45.1,
  "ys_area_mm2": 0.0488,
  "synth_flop_count": 1024,
  "reg_top3": "ROM (1024)",
  "synth_top_area_share_pct": 63.1,
  "grt_max_degree": 78,
  "grt_pass1_vias": 38600,
  "die_y_um": 314,
  "core_area_mm2": 0.0967,
  "die_w_um": 314,
  "cts_made_buffers": 111,
  "cellLeakagePower_nw": 26.9,
  "p_int_mw": 12.4,
  "portBuffers": 112,
  "area_leaders": "edfxtp_1 63%, mux2i_1 21%, a22oi_1 3.0%",
  "chip_area_mm2": 0.0988,
  "ys_seq_share_pct": 63.1,
  "logic_area_mm2": 0.0177,
  "synthCells": 3387,
  "ys_warn_count": 1,
  "timing_hold_violations_final": 0,
  "dp_slack_ns": -0.120,
  "grt_pass1_wl_um": 226000,
  "regMostFlops": "ROM",
  "dpl.hpwl_um": 90700,
  "postRouteWirelength_um": 155000,
  "htree_levels": 3,
  "syn_area_per_cell_um2": 14.4,
  "p_clk_share_pct": 50.9,
  "grt_use_met3_pct": 28.9,
  "yosys_cells": 3387,
  "relSlewSlack_pct": 43.7,
  "hold_path_class": "primary input to primary output",
  "synthDistinctLibCells": 24,
  "regArea_mm2": 0.0307,
  "worst_slack_ns": -0.0956,
  "drv_slew": 0,
  "warnings": 1031,
  "rows": 114,
  "num_vias": 35200
}
-- cells in the final DEF (no fill, tap or decap), types with 34 or more instances in the layout --
cell type,instances
clkinvlp_2,36
a22oi_1,192
clkbuf_16,115
edfxtp_1,1024
buf_2,50
clkdlybuf4s50_1,46
nor3_2,51
buf_12,88
mux2i_1,1023
a22o_1,128
nand3_1,157
a21oi_1,192
nor2_4,34
inv_1,1042
nand2_1,193
buf_4,135
-- metrics by stage --
| step | total power, mW | instances | hold slack [ns] | area [µm²] | setup TNS (ns) |
|---|---|---|---|---|---|
| after floorplan | 8.80 | 3387 | 2.98 | 48800 | -159.40 |
| after global placement | 9.39 | 4753 | 3.92 | 53100 | -1.25 |
| after detailed placement | 9.41 | 4753 | 3.91 | 53100 | -1.59 |
| after CTS | 17.5 | 5978 | 3.54 | 61400 | -1.19 |
| after global routing | 18.3 | 5978 | 3.66 | 61500 | -3.77 |
| final | 17.3 | 5979 | 3.64 | 61500 | -0.554 |
-- cell usage after synthesis --
cell type / instances
a21oi_1: 192
a22o_1: 128
or3_1: 1
nor3_1: 64
buf_1: 7
nand2b_1: 4
nor2_1: 35
and2_1: 2
edfxtp_1: 1024
nand3b_1: 5
clkbuf_4: 4
or2_2: 2
clkbuf_1: 73
buf_4: 52
buf_2: 80
a31oi_1: 64
nor2b_1: 4
nand2_1: 195
mux2i_1: 1024
a22oi_1: 192
buf_6: 37
inv_1: 1
or3b_2: 3
nand3_1: 194
-- cell families after synthesis --
logic type	after synthesis	share of synthesized area [%]
mux	1024	21.0
flops	1024	63.1
compound gates	576	8.05
simple gates	509	4.72
buf+inv	254	3.16
-- routing by layer --
layer  part of all wire (%)  vias up  wire, µm
met5                   0.10        -       157
met4                    3.3        8      5160
met3                     18      310     27800
met2                     44     2310     68100
met1                     35    16700     53800
li1                       -    15900         -
-- final cells by class --
class | instances | area share, %
diodes | 2 | 0.00813
clock buffers | 115 | 4.68
clock inverters | 1117 | 8.04
multi-input cells | 2109 | 28.8
flip-flops and latches | 1024 | 50.0
well taps | 1276 | 2.59
repair buffers | 336 | 5.95
-- critical path: cells and delay by family, from the launching register on --
| family | cells | cell delay (ns) |
|---|---|---|
| and+or+nand+nor | 2 | 0.18 |
| buffers and inverters | 2 | 0.29 |
| muxes | 1 | 0.14 |
| AOI/OAI and AO/OA | 2 | 0.45 |
| DFF | 1 | 0.38 |
-- power groups by stage --
| stage | clock, mW | combinational [mW] | sequential (mW) |
|---|---|---|---|
| after CTS | 9.04 | 1.35 | 7.11 |
| after global routing | 9.77 | 1.46 | 7.10 |
| final | 8.81 | 1.38 | 7.11 |
-- worst min path at each step --
stage,slack [ns],startpoint,end,depth (start not counted)
after CTS,3.54,A1[1],RD1[25],6
after global routing,3.66,A1[1],RD1[25],6
final,3.64,A1[1],RD1[25],6
-- repair_timing --
action | CTS | global route
gates resized | 358 | 34
pin swaps | 138 | 104
setup buffers | 5 | 0
setup endpoints to repair | 64 | 59
Power and IR drop assume default switching activity.
